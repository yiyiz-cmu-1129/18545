==> design/flow/design.v <==
module reg_file 
(input logic [7:0] Din,
 input logic IC_b,  
 input logic CS_b,  
 input logic WR_b, 
 input logic RD_b,  
 input logic A0,  
 input logic phiM,  
 input logic TM_1, TM_2,  
 output logic IRQ_b,  
 output logic CT_1, CT_2,  
 output logic [7:0] Dout);
 logic [7:0] addr;
 logic [7:0] status_reg;
 logic [255:0][7:0] regs;
 always_ff @(posedge phiM, negedge IC_b) begin
        if (~IC_b) begin
            regs <= 2048'b0;
            status_reg <= 8'b0;
        end
        else begin
            if (~WR_b && ~CS_b) begin
                if (~A0) addr <= Din;
                if (A0 && (status_reg[7]==1'b0))  begin 
                  regs[addr] <= Din;
                  status_reg[7] <= 1'b1;
                end 
            end
            if (status_reg[7] == 1'b1) status_reg[7] <= 1'b0;
            if (~RD_b && ~CS_b) Dout <= status_reg; 
            else Dout <= 8'bzzzz_zzzz;
            status_reg[1] <= TM_2;
            status_reg[0] <= TM_1;
       end
    end
    assign IRQ_b = ((TM_1==1) || (TM_2==1)) ? 1'b0 : 1'b1;
    assign CT_1 = (~IC_b) ? 1'b0 : regs[27][7];
    assign CT_2 = (~IC_b) ? 1'b0 : regs[27][6];
endmodule
==> design/flow/run.sh <==
#!/bin/bash
# OpenROAD 26Q1-2900-gdf79404cd8, Yosys 0.63+post, stock flow scripts
make -C /OpenROAD-flow-scripts/flow DESIGN_CONFIG=/design/flow/config.mk WORK_HOME=/design/flow/orfs finish
==> design/flow/config.mk <==
export PLATFORM = sky130hd
export DESIGN_NAME = reg_file
export DESIGN_NICKNAME = reg_file
export VERILOG_FILES = /design/flow/design.v
export SDC_FILE = /design/flow/constraint.sdc
export NUM_CORES = 4
export LEC_CHECK = 1
export CORE_AREA = 10 10 76 76
export DIE_AREA = 0 0 86 86
==> design/flow/constraint.sdc <==
current_design reg_file

set clk_period 1.9
set clk_io_pct 0.2

create_clock -name clk0 -period $clk_period [get_ports {phiM}]

set non_clock_inputs [all_inputs -no_clocks]
set_input_delay [expr $clk_period * $clk_io_pct] -clock clk0 $non_clock_inputs
set_output_delay [expr $clk_period * $clk_io_pct] -clock clk0 [all_outputs]
==> run notes <==
run results: outcome finished clean, pwr dens 698 mW/mm^2, worst hold start status_reg[1], largest net degree at the start of global routing 11, Vias/cell approximately 3.4, cycle use final 97.1%, clk latency late pin 0.25 ns, path depth of the worst reg2reg path 6, setup tns final 0 ns, YS chip area between 600 and 700 sq um, gr busiest metal met2, H-tree depth 1, met2 usage between 5 and 6%, CP max-delay cell edfxtp_1, CTS tree built, Residual DRC 0, clk_skew between 0.002 and 0.0025 ns, hold path endpoint Dout[1], Seq pwr share 55.7%, antenna diode count 0, gr ovfl total 0, PortBufs 25, cell taking the most area after synthesis edfxtp_1, asr flop ratio synth 29.4%, initial antenna violation count 0, Filler Cell Count between 400 and 500, Ys Warns 2, Critical Path Start Type flop, Hold Path Cell Cnt 0, max_cap viols 0, Die Ht ~86 um, Reg area just under 500 sq um, R2R setup slack ~0.056 ns, CTS clk-pin slew, worst paths about 0.060 ns, GPL Wtd Cong 0.763, fin. max-slew vios 0, EDFF count, synth 12, gr usage total between 3 and 4%, Cells after Synth 43, VDD IR-drop max 242 uV, CP Data Arrival Time around 2.0 ns, Post-DRT Antenna Nets 0, fmax between 0.5 and 0.6 GHz, Worst Path Required around 2 ns, clock power share approximately 34%, clk root buf clkbuf_8, Longest Clk Path Bufs 2, commonest cells in the netlist edfxtp_1, dfrtp_1, buf_4, and2_1, inv_1, top-count cell post-synth edfxtp_1, switching portion of total power roughly 18%, core footprint ~0.0041 sq mm, Static Leak between 0.3 and 0.4 nW, # hold bufs at CTS 0, worst setup slack after layout ~0.056 ns, fin crit period 1.84 ns, mapped cell area 679 sq um, Yosys Instances 43, Final Util 26.3%, Internal 620 uW, share of total power in combinational logic 10.2%, first-pass GRT wire length 2040 um, Num CTS Buffers 3, Worst Path Max Fanout 3, Cell area leaders edfxtp_1, dfrtp_1, buf_4, vias in the first global route between 400 and 500, Combinational Area 183 sq um, Die Wd 86 um, worst r2r dst regs[222], dominant synthesized flop cell edfxtp_1, Layout Area Growth over Synthesis 59.3%, critical setup path kind reg -> reg, syn_area_per_cell 15.8 sq um, Die Area roughly 0.0074 sq mm, Hold Vio Cnt, Final 0, # setup viols final 0, Synth Seq Share 71.5%, Row Count 23, Final Total Pwr approximately 760 uW, tool warnings 26, critical path endpoint category flop, routed len/inst 11.0 um, final WL between 1000 and 1500 um, TritonCTS Sinks 17, CP Cell Sequence inv_1 -> ha_4 -> nor4_2 -> nand4_1 -> nor3_2 -> mux2_1, total net switching power around 140 uW, Worst R2R Start addr[0], dpl ws -0.0745 ns, Max-area cell share between 50% and 60%, DR pass1 iterations 4, Vias approximately 430, DRT iter0 DRCs 10, Global Route met3 Usage under 10%, max incr delay on CP approximately 0.43 ns, max FFs per register 8, Boundary Pins 27, fp util approximately 17%, met1 track demand over resource about 4.0%, #FFs+latches synth 17, layout cells sized above 1 a little over a fifth, Worst Hold Class reg -> reg, Yosys cell types 17
## worst max-delay path by stage
| stage | startpoint | endpoint | depth (start not counted) | slack [ns] |
|---|---|---|---|---|
| 5_1_grt | addr[0] | regs[222] | 6 | -0.03 |
| 4_1_cts | IC_b | CT_1 | 3 | 0.06 |
| 6_report | addr[0] | regs[222] | 6 | 0.06 |
## stage by stage
stage / instances / instance area, sq um / hold WS (ns)
floorplan: 43 / 679 / 0.0844
global placement: 117 / 985 / 0.401
detailed placement: 117 / 985 / 0.404
CTS: 121 / 1030 / 0.419
global route: 124 / 1080 / 0.421
finish: 124 / 1080 / 0.419
## worst max-delay path: cells and delay by family, from the launching register on
kind | cells | cell delay (ns)
muxes | 1 | 0.34
DFF | 1 | 0.43
and+or+nand+nor | 3 | 0.64
buffers and inverters | 1 | 0.12
adders and majority gates | 1 | 0.21
## layout by cell type, fill, tap and decap left out, drive strengths merged, types with 3 or more instances in the layout
master | synthesis | layout
dfrtp | 5 | 5
clkbuf | 0 | 4
inv | 3 | 3
clkdlybuf4s50 | 0 | 25
edfxtp | 12 | 12
and2 | 3 | 3
buf | 4 | 6
## cell families (layout without fill, tap and decap cells)
logic type               after synthesis  count (layout)  share of synthesized area [%]
adder cells (fa/ha/maj)                2               2                           3.68
XOR/XNOR                               2               2                           2.58
buffers and inverters                  7              38                           6.08
AND/OR/NAND/NOR                       12              12                           12.3
flip-flops                            17              17                           71.5
other                                  1               1                          0.552
multiplexers                           2               2                           3.31
## routing by layer
metal / part of all wire, % / vias to the layer above
met5: 0 / -
met4: 3.5 / 0
met3: 8.9 / 5
met2: 49 / 17
met1: 39 / 194
li1: - / 210
## area by class of cell
type / count / share of cell area [%]
timing repair buffer: 31 / 27.3
tap: 50 / 5.78
clock buffer: 4 / 4.16
multi-input combinational: 19 / 16.9
sequential: 17 / 44.9
inverter: 3 / 1.04
## power by group through the flow
stage | Combinational, mW | Sequential [mW] | Clock (mW)
final | 0.0771 | 0.420 | 0.258
after global routing | 0.0844 | 0.422 | 0.283
after CTS | 0.0730 | 0.420 | 0.263
## timing repair
item	CTS	global route
endpoints found under the setup margin	0	3
gates resized	0	5
endpoints found under the hold margin	0	0
buffers inserted	0	3
No activity file was given, so power comes from the tool's default toggle rates.
