==> flow/design.v <==
module color_ram(
    output logic [15:0] D,       
    output logic [15:0] VBD_out,  
    input logic [15:0] VBD_in,  
    input logic [6:0] MPX,   
    input logic [9:0] MA,    
    input logic [1:0] GCT,   
    input logic [7:0] PFX,   
    input logic [2:0] ALC,   
    input logic [1:0] APIX,  
    input logic [1:0] CRAS,  
    input logic CRAM_b,      
    input logic CRAMWR_b,    
    input logic MCKF,        
    input logic BR_W_b, clk);     
    logic [6:0] MPX_b;
    logic CR_3c_pin7, CR_3c_pin9;
    logic CR_4c_pin7, CR_4c_pin9;
    logic CR_7c_pin7, CR_7c_pin9;
    logic CR_6c_pin7, CR_6c_pin9;
    logic MCKR;
    assign MCKR = ~MCKF;
    assign MPX_b = ~MPX;
    ls153 cr3c(CR_3c_pin7, 
            CR_3c_pin9, 
            {PFX[2], PFX[6], MPX_b[6], 1'b0},
            {PFX[3], PFX[7], 2'b00},
            1'b0, 
            1'b0,
            GCT);
    ls153 cr4c(CR_4c_pin7, 
            CR_4c_pin9, 
            {PFX[1], PFX[5], MPX_b[5], 1'b0},
            {PFX[0], PFX[4], MPX_b[4], ALC[2]},
            1'b0, 
            1'b0,
            GCT);
    ls153 cr7c(CR_7c_pin7, 
            CR_7c_pin9, 
            {MPX_b[3], PFX[3], MPX_b[3], ALC[1]},
            {MPX_b[2], PFX[2], MPX_b[2], ALC[0]},
            1'b0, 
            1'b0,
            GCT);
    ls153 cr6c(CR_6c_pin7, 
            CR_6c_pin9, 
            {MPX_b[1], PFX[1], MPX_b[1], APIX[1]},
            {MPX_b[0], PFX[0], MPX_b[0], APIX[0]},
            1'b0, 
            1'b0,
            GCT);
    logic CRAM;
    logic [7:0] CR_9d_Q;
    assign CRAM = ~CRAM_b;
    ls374 cr9d({CR_9d_Q[7], CR_9d_Q[4], CR_9d_Q[0], CR_9d_Q[2], 
            CR_9d_Q[1], CR_9d_Q[3], CR_9d_Q[5], CR_9d_Q[6]},
            {CR_3c_pin9, CR_4c_pin9, CR_6c_pin9, CR_7c_pin9,
            CR_6c_pin7, CR_7c_pin7, CR_4c_pin7, CR_3c_pin7},
            MCKF,
            CRAM);
    logic [9:0] A_2149;
    assign A_2149 = (CRAM) ? MA : {CRAS, CR_9d_Q};
    logic [15:0] Din, Dout;
    control_2149 cr13D(
    Din[3:0],
    Dout[3:0],
    A_2149,
    1'b0,
    CRAMWR_b,
    MCKF);
    control_2149 cr12D(
    Din[7:4],
    Dout[7:4],
    A_2149,
    1'b0,
    CRAMWR_b,
    MCKF);
    control_2149 cr10D(
    Din[11:8],
    Dout[11:8],
    A_2149,
    1'b0,
    CRAMWR_b,
    MCKF);
    control_2149 cr11D(
    Din[15:12],
    Dout[15:12],
    A_2149,
    1'b0,
    CRAMWR_b,
    MCKF);
    assign D = (CRAM & ~BR_W_b) ? VBD_in : Dout;  
    assign Din = VBD_in;
    assign VBD_out = (CRAM & BR_W_b) ? Dout : 16'bzzzz_zzzz_zzzz_zzzz;
endmodule
module ls374(Q, D, clk, OC_b);
output logic [7:0] Q;
input logic [7:0] D;
input logic clk, OC_b;
    logic [7:0] Q_last;
    assign Q = (OC_b) ? 8'bzzzz_zzzz : Q_last;
    always_ff @(posedge clk) begin
        if(~OC_b) begin 
            Q_last <= D;
        end                
        else Q_last <= Q_last;
    end
endmodule
module control_2804(A, Din, Dout, CE_b, OE_b, WE_b, clk, rst_b);
    input logic [10:0] A;
    input logic [7:0] Din;
    output logic [7:0] Dout;
    input logic CE_b, OE_b, WE_b, clk, rst_b;
    logic [7:0] eeprom [511:0];
    always_ff @(posedge clk) begin  
            if(~WE_b & ~CE_b) eeprom[A[7:0]][7:0] <= Din;
            Dout <= (~CE_b & ~OE_b & WE_b) ? eeprom[A[7:0]][7:0] : 8'bzzzz_zzzz;
    end
endmodule
module letaBFM(DB, CS, CK, TEST, AD, RESOLN, rst_b);
    output logic [7:0] DB;
    input logic CS, CK, TEST, RESOLN;  
    input logic [1:0] AD;
    input logic rst_b;
    logic [3:0] [7:0] regs;
    always_ff @(posedge CK, negedge rst_b) begin
        if (~rst_b) begin
            regs <= 0;
        end
        else begin
            for (int i = 0; i < 4; i++)
                regs[i] += 10;
        end
    end
    assign DB = CS ? 8'bzzzz_zzzz : TEST ? 8'b1111_1111 : regs[AD];
endmodule
`default_nettype none
module io_interface(Din68k, Dout68k, A,
                    SC_1H, SC_8H, SYSRES_b, SNDRST_b,
                    Dout6502, Din6502,
                    SNDWR_b, SNDRD_b, WR68k_b, RD68k_b,
                    ctrl_68kBUF, ctrl_SNDBUF,
                    SNDNMI_b, SNDINT_b,
                    WL_b, UNLOCK_b, E2PROM_b, IBUS_b, BW_b,
                    RLETA_b, TBTEST, TBRE_b);
    input logic [22:0] A;
    input logic [7:0] Dout68k;  
    output logic [7:0] Din68k;  
    input logic SC_1H, SC_8H;
    input logic SYSRES_b, SNDRST_b;
    input logic [7:0] Dout6502;
    output logic [7:0] Din6502;
    input logic SNDWR_b, SNDRD_b;
    input logic WR68k_b, RD68k_b;
    output logic ctrl_68kBUF, ctrl_SNDBUF;  
    output logic SNDNMI_b, SNDINT_b;  
    input logic WL_b;
    input logic UNLOCK_b;
    input logic E2PROM_b;
    input logic IBUS_b, BW_b;
    input logic RLETA_b;
    input logic TBTEST;
    input logic TBRE_b;
    tri [7:0] IBDout, IBDin;  
    logic LS74_Q_b, OE_2804_b;
    always_ff @(posedge SC_1H) begin
        if (~WL_b) begin
            if (~SYSRES_b)
                LS74_Q_b <= 0;
            else if (~UNLOCK_b)
                LS74_Q_b <= 1;
        end
    end
    assign OE_2804_b = LS74_Q_b & SYSRES_b;  
    control_2804 eeprom(.A(A[10:0]),
                        .Din(IBDout),
                        .Dout(IBDin),
                        .CE_b(E2PROM_b),
                        .OE_b(OE_2804_b),
                        .WE_b(WL_b),
                        .clk(SC_1H),
                        .rst_b(SYSRES_b));
    assign Din68k = (~IBUS_b & BW_b) ? IBDin : 8'bzzzz_zzzz;
    assign IBDout = (~IBUS_b & ~BW_b) ? Dout68k : 8'bzzzz_zzzz;
    letaBFM BillFuckingMurray(.DB(IBDin),
                              .CS(RLETA_b),
                              .CK(SC_8H),
                              .TEST(TBTEST),
                              .AD(A[1:0]),
                              .RESOLN(TBRE_b),
                              .rst_b(SYSRES_b));  
    always_ff @(negedge SNDWR_b, negedge RD68k_b) begin
        if (~RD68k_b) begin
            ctrl_68kBUF <= 1'b1;
            SNDNMI_b <= 1'b1;
        end
        else if (~SNDWR_b & RD68k_b) begin
            ctrl_68kBUF <= 1'b0;
            SNDNMI_b <= 1'b0;
        end
    end
    logic [7:0] Din6502_stored;
    always_ff @(posedge SC_1H) begin
        if (~SNDWR_b)
            Din6502_stored <= IBDout;
    end
    assign Din6502 = (~RD68k_b) ? Din6502_stored : 8'bzzzz_zzzz;
    always_ff @(negedge WR68k_b, negedge (SNDRD_b & SNDRST_b)) begin  
        if (~(SNDRD_b & SNDRST_b)) begin
            ctrl_SNDBUF <= 1'b1;
            SNDINT_b <= 1'b1;
        end
        else if (~WR68k_b & (SNDRD_b & SNDRST_b)) begin
            ctrl_SNDBUF <= 1'b0;
            SNDINT_b <= 1'b0;
        end
    end
    logic IBDin_stored;
    always_ff @(posedge SC_1H) begin
        if (~WR68k_b)
            IBDin_stored <= Dout6502;
    end
    assign IBDin = (~SNDRD_b) ? IBDin_stored : 8'bzzzz_zzzz;
endmodule
module control_2149(
    input logic [3:0] Din,
    output logic [3:0] Dout,
    input logic [9:0] A,
    input logic CS_b, WE_b, clk);
    logic [3:0] ram [1023:0];
    logic [3:0] data_out;
    always_ff @(posedge clk) begin
        if(~WE_b & ~CS_b) begin
            ram[A] <= Din;
        end
    end
    assign data_out = ram[A];
    assign Dout = (~CS_b) ? data_out : 4'bzzzz;
endmodule
module ls153(Za, Zb, Ia, Ib, Ea_b, Eb_b, S);
output logic Za, Zb;
input logic [3:0] Ia, Ib;
input logic [1:0] S;
input logic Ea_b, Eb_b;
    assign Za = (~Ea_b) & ((Ia[0] & ~S[1] & ~S[0]) | (Ia[1] & ~S[1] & S[0]) | 
                            (Ia[2] & S[1] & ~S[0]) | (Ia[3] & S[1] & S[0]));
    assign Zb = (~Eb_b) & ((Ib[0] & ~S[1] & ~S[0]) | (Ib[1] & ~S[1] & S[0]) | 
                            (Ib[2] & S[1] & ~S[0]) | (Ib[3] & S[1] & S[0]));
endmodule
==> flow/run.sh <==
#!/bin/bash
# OpenROAD 26Q1-2900-gdf79404cd8, Yosys 0.63+post, stock flow scripts
make -C /OpenROAD-flow-scripts/flow DESIGN_CONFIG=/design/flow/config.mk WORK_HOME=/design/flow/orfs finish
==> flow/config.mk <==
export PLATFORM = sky130hd
export DESIGN_NAME = color_ram
export DESIGN_NICKNAME = color_ram
export VERILOG_FILES = /design/flow/design.v
export SDC_FILE = /design/flow/constraint.sdc
export NUM_CORES = 4
export LEC_CHECK = 1
export CORE_UTILIZATION = 30
export SYNTH_MEMORY_MAX_BITS = 65536
==> flow/constraint.sdc <==
current_design color_ram

set clk_period 5499.5
set clk_io_pct 0.2

create_clock -name clk0 -period $clk_period [get_ports {MCKF}]

set non_clock_inputs [all_inputs -no_clocks]
set_input_delay [expr $clk_period * $clk_io_pct] -clock clk0 $non_clock_inputs
set_output_delay [expr $clk_period * $clk_io_pct] -clock clk0 [all_outputs]
==> ci_impl_report.md <==
## Synthesis and layout report

| Metric | Value |
|---|---|
| Num CTS Buffers | `1,691` |
| Cell at the root of the clock tree | `clkbuf_16` |
| Post-CTS Resized | `0` |
| Fraction of the cycle the final worst path needs | `0.402` |
| Post-synth tally of flip-flops with integrated enable | `16.4k` |
| First-pass detailed-route iteration total | `8` |
| Top-Level Pins | `87` |
| Via count | `345k` |
| Remaining number of nets flagged by the antenna check after routing | `2` |
| Post-DP HPWL | `1,410,000 µm` |
| Slew at the pin closest to its max-slew limit | `1370 ps` |
| Final tally of hold violations | `0` |
| Syn_area_per_cell | `19.1 µm²` |
| Global placement routability congestion | `0.979` |
| Fraction of final layout cells with drive strength greater than 1 | `0.216` |
| Leading cell types by count after synthesis | `edfxtp_1, mux2i_1, nand2_1, o22ai_1, mux4_2` |
| Biggest area contributors in the synthesized netlist | `edfxtp_1, mux4_2, mux2i_1, o22ai_1, nand2_1` |
| Die Footprint | `2,090,000 µm²` |
| Cells in synth_stat.txt | `32.7k` |
| Iter 0 DRT Violations | `26.2k` |
| Maximum fanout count along the critical path | `45` |
| Critical path arrival | `1,111,020 ps` |
| Final routed DRC violation total | `0` |
| Top layer reached by signal wires | `met5` |
| Total length of routed wires | `2,260,000 µm` |
| Final worst path period need | `2,210,920 ps` |
| Vias per Instance | `5.32` |
| Final TNS setup | `0 ps` |
| Biggest area consumer among synthesized cells | `edfxtp_1` |
| Chip area in the Yosys report | `626,000 µm²` |
| Worst path required time | `4,399,600 ps` |
| Met2 WL post-DR | `955,000 µm` |
| Total global-route track usage | `0.228` |
| H-Tree Depth | `7` |
| Slowest cell on the critical path | `nor4_1` |
| Chip Width | `1450 µm` |
| Wire length of the first global-routing pass | `3,020,000 µm` |
| Leakage power | `235 nW` |
| Yosys synthesis warning count | `11` |
| Violated checks | `antenna violations` |
| Cell Type Count | `72` |
| Capture point of the worst reg-to-reg path | `cr11D.ram[903][3]$_DFFE_PP_` |
| Cell Chain, Critical Path | `clkdlybuf4s50_1 -> buf_4 -> mux2_8 -> buf_4 -> buf_4 -> buf_4 -> buf_4 -> buf_4 -> buf_4 -> buf_4 -> buf_4 -> mux4_2 -> a22oi_1 -> nand4_1 -> a22oi_1 -> buf_4 -> a21oi_2 -> buf_4 -> nor4_1 -> nand2_1 -> clkdlybuf4s50_1` |
| Cell count after synthesis | `32.7k` |
| Length of routed wiring on met1 | `570,000 µm` |
| Worst-case register-to-register setup slack | `5,493,610 ps` |
| Number of buffers inserted by port buffering | `85` |
| Site Rows | `530` |
| Total design power | `0.000270 W` |
| Signed area change from the synthesized netlist to the final layout | `16.8%` |
| Post-Synthesis Cell Area | `626,000 µm²` |
| Clock skew after layout | `85.5 ps` |
| Most frequent cell on the critical path | `buf_4` |
| Floorplan Utilization | `0.301` |
| Number of warnings the tools reported | `94` |
| Buffers and inverters on the worst path | `13` |
| Share of the synthesized area in the top cell type | `0.787` |
| # setup viols final | `0` |
| Post-CTS Setup Inserts | `0` |
| Critical path class | `input port to output port` |
| Length in cells of the worst reg-to-reg path | `11` |
| Worst Hold Path Cells | `6` |
| Registers, synthesis | `16.4k` |
| Worst hold endpoint | `cr12D.ram[490][3]$_DFFE_PP_` |
| RR Startpoint | `cr9d.Q_last[4]$_DFFE_PP_` |
| Start point of the worst min-delay path | `cr9d.Q_last[6]$_DFFE_PP_` |
| CTS tree | `yes` |
| Clock transition at the register clock pins on the worst setup and hold paths after CTS | `60 ps` |
| Number of antenna violations at the first check in global routing | `281` |
| Maximum number of pins on one net before global-route repair | `134` |
| Congestion Overflow GR | `0` |
| Most instantiated library cell after synthesis | `edfxtp_1` |
| Sequential element share of the synthesized area | `0.787` |
| Power density normalized to cell area | `0.369 nW/µm²` |
| Cts-stage hold buffer count | `0` |
| Fraction of registers with async set or reset after synthesis | `0` |
| VDD IR-drop max | `0.000344 mV` |
| # Max-Cap Violations | `0` |
| Highest Clock Rate | `0.452 MHz` |
| Max-slew violation count | `0` |
| Critical path's largest stage delay | `1170 ps` |
| Average wire per cell in the routed design | `34.8 µm` |
| Core Area | `2,080,000 µm²` |
| Worst slew margin relative to its limit | `0.0753` |
| Delay-heaviest family, CP | `buffers and inverters` |
| RSZ-0062 raised after global routing | `no` |
| Category of the worst setup path capture point | `output port` |
| Synth Flop Type | `edfxtp_1` |
| Vertical die dimension | `1450 µm` |
| Clock Sinks | `16.4k` |
| Status | `finished, violations left` |
| Worst Hold Class | `flop to flop` |
| Insertion delay of the later-clocked pin in the worst-skew pair | `1410 ps` |
| Deepest clock path buffer count | `6` |
| Type of element launching the critical path | `input port` |
| Routed met3 length | `537,000 µm` |
| Via count of the first global-routing pass | `366k` |
## final cells by class
class	count	area [µm²]
Tap cell	27700	34600
Clock buffer	2039	44000
Fill cell	189000	1350000
Multi-Input combinational cell	14300	128000
Antenna cell	714	1790
Sequential cell	16400	492000
Inverter	9	33.8
Timing Repair Buffer	2799	21900
Clock inverter	932	8320
## state kept, by name (all words and copies together), names as in the netlist
name	count
cr11D.ram	4096
cr13D.ram	4096
cr9d.Q_last	8
cr10D.ram	4096
cr12D.ram	4096
## placed cells by master, fill, tap and decap left out, drive strengths merged, types with 235 or more instances in the layout
master / n
nand2: 2333
buf: 2731
a21oi: 772
a31oi: 235
edfxtp: 16400
nor2: 1104
mux2i: 3800
mux4: 1695
nor4: 597
nand3: 317
a22oi: 671
clkinv: 703
o22ai: 1867
diode: 714
clkbuf: 2039
## tightest hold or removal path, cell delays in order, from the launching register on
cell and delay (ps):
edfxtp_1 320, buf_4 280, nor4bb_4 80, buf_4 190, nor2_1 120, buf_4 250
nor2_2 90
## cell families (layout without fill, tap and decap cells)
logic type	count (synthesis)	count (layout)	synth area share
flops	16400	16400	0.787
mux	5502	5502	0.122
simple gates	4642	4642	0.0322
compound gates	4150	4150	0.0430
buf+inv	2024	5779	0.0161
other cells	0	714	0
## through the flow
stage / instance area, µm² / instances / worst slack [ps] / utilization / hold slack (ps)
2_1_floorplan: 626000 / 32700 / 3296540 / - / 1200
3_5_place_dp: 677000 / 61200 / 3288530 / 0.325 / 1500
5_1_grt: 730000 / 64600 / 3288390 / 0.351 / 1580
6_report: 731000 / 64800 / 3288580 / 0.351 / 1530
3_3_place_gp: 677000 / 61200 / 3288550 / 0.325 / 1510
4_1_cts: 729000 / 64100 / 3288520 / 0.350 / 1510
## worst max-delay path by stage
stage | startpoint | to | cells past startpoint
after global routing | MA[0] | VBD_out[5] | 21
final | MA[0] | VBD_out[5] | 21
after CTS | MA[0] | VBD_out[5] | 21
## power by group
| group | switching, W | internal [W] | leakage [nW] |
|---|---|---|---|
| Sequential | 0.0000000252 | 0.000138 | 147 |
| Clock | 0.0000467 | 0.0000636 | 25.6 |
| Combinational | 0.0000154 | 0.00000629 | 62.2 |
| Total | 0.0000621 | 0.000207 | 235 |
## routing by layer
metal | GRT usage | up-vias
met5 | 0.103 | -
met1 | 0.182 | 169000
met2 | 0.305 | 30700
met4 | 0.141 | 430
li1 | - | 140000
met3 | 0.248 | 5764
No activity file was given, so power comes from the tool's default toggle rates.
